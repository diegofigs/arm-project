==> design.v <==
module arm_alu(output reg [31:0] result, output reg N, Z, C, V, input [3:0] opcode, input [31:0] A, B, input carry);
	always @ (A, B, carry, opcode)
		begin
			case(opcode)
				4'b0000:  
					begin
						result = A & B;
					end
				4'b0001:  
					begin
						result = A ^ B;
						C = carry;
					end
				4'b0010:  
					begin
						{C,result} = A - B;
						C = ~C;
						update_SUB_V_Flag();
					end
				4'b0011:  
					begin
						{C,result} = B - A;
						C = ~C;
						update_RSB_V_Flag();
					end
				4'b0100:  
					begin
						{C,result} = A + B;
						update_ADD_V_Flag();
					end
				4'b0101:  
					begin
						{C,result} = A + B + C;
						update_ADD_V_Flag();
					end
				4'b0110:  
					begin
						C = ~C;
						{C,result} = A - B - C;
						C = ~C;
						update_SUB_V_Flag();
					end
				4'b0111:  
					begin
						C = ~C;
						{C,result} = B - A - C;
						C = ~C;
						update_RSB_V_Flag();
					end
				4'b1000:  
					begin
						result = A & B;
						C = carry;
					end
				4'b1001:  
					begin
						result = A ^ B;
						C = carry;
					end
				4'b1010:  
					begin
						{C,result} = A - B;
						C = ~C;
						update_SUB_V_Flag();
					end
				4'b1011:  
					begin
						{C,result} = A + B;
						update_ADD_V_Flag();
					end
				4'b1100:  
					begin
						result = A | B;
						C = carry;
					end
				4'b1101:  
					begin
						result = B;
						C = carry;
					end
				4'b1110:  
					begin
						result = A & ~B;
						C = carry;
					end
				4'b1111:  
					begin
						result = ~B;
						C = carry;
					end
			endcase
			N = result[31];  
			if(result == 0) Z = 1;  
			else Z = 0;
		end
		task update_ADD_V_Flag;  
		begin
			if((A[31] == 0 && B[31] == 0 && result[31] == 1) || (A[31] == 1 && B[31] == 1 && result[31] == 0))
				V=1;
			else 
				V=0;
		end
		endtask
		task update_SUB_V_Flag;  
		begin
			if((A[31] == 0 && B[31] == 1 && result[31] == 1) || (A[31] == 1 && B[31] == 0 && result[31] == 0))
				V=1;
			else 
				V=0;
		end
		endtask
		task update_RSB_V_Flag;  
		begin
			if((B[31] == 0 && A[31] == 1 && result[31] == 1) || (B[31] == 1 && A[31] == 0 && result[31] == 0))
				V=1;
			else 
				V=0;
		end
		endtask
endmodule
==> run.sh <==
#!/bin/bash
# OpenROAD 26Q1-2900-gdf79404cd8, Yosys 0.63+post, stock flow scripts
make -C /OpenROAD-flow-scripts/flow DESIGN_CONFIG=/design/flow/config.mk WORK_HOME=/design/flow/orfs finish
==> config.mk <==
export PLATFORM = sky130hd
export DESIGN_NAME = arm_alu
export DESIGN_NICKNAME = arm_alu
export VERILOG_FILES = /design/flow/design.v
export SDC_FILE = /design/flow/constraint.sdc
export NUM_CORES = 4
export LEC_CHECK = 1
export CORE_UTILIZATION = 50
==> constraint.sdc <==
current_design arm_alu

set clk_period 24.4
set clk_io_pct 0.2

create_clock -name clk0 -period $clk_period

set non_clock_inputs [all_inputs -no_clocks]
set_input_delay [expr $clk_period * $clk_io_pct] -clock clk0 $non_clock_inputs
set_output_delay [expr $clk_period * $clk_io_pct] -clock clk0 [all_outputs]
==> results.txt <==
Item: results of the latest flow run.

- The run finished with clean final reports.
- The cell count after synthesis is 1888.
- The post-synthesis chip area from yosys is 0.0125 mm2.
- The fraction of post-synthesis cell area in the top cell type by area is 0.134.
- After routing, the total negative slack on setup checks comes to 0 ps.
- The actual slew at the worst max-slew pin is 1120 ps.
- The critical path data required time is 19520 ps.
- Before any placement, the netlist area is recorded as 0.0125 mm2.
- The number of violations of the max-capacitance limit is 0.
- The analysis attributes to net switching a power of 0.000281 W.
- The largest net degree at the start of global routing is 48.
- The number of unconstrained endpoints is 4.
- The initialized floorplan defines 57 standard-cell rows.
- The yosys synthesis warning count is 4.
- After the first detailed-routing iteration, the DRC count stood at 1993.
- Setup repair after global routing left no endpoint under its margin.
- The class of the tightest hold or removal check is input port to output port.
- The slack of the critical path is 8190 ps.
- The number of warnings in the stage logs is 129.
- The initial antenna violation count was 2.
- The number of buffers inserted by port buffering is 105.
- The final timing summary puts the cycle share of the worst path at 0.664.
- The commonest register cell is dlxtn_1.
- Subtracting the final worst setup slack from the clock period gives 16210 ps.
- The number of DRC violations after detailed routing is 0.
- From bottom edge to top edge, the die measures 160 um.
- The number of distinct library cells after synthesis is 108.
- The final hold violation count recorded for this run is 0.
- The floorplan utilization is 0.511.
- The biggest area consumer among synthesized cells is ha_1.
- The termination of the worst setup path is Z.
- The synthesized area divided by synthesized cell count is 6.60 um2.
- In this run the static leakage power is 5.16 nW.
- The first global-routing pass estimated 86600 um of wire.
- Pins over their slew limit in the final report were tallied at 0.
- The total via count in the routed design is 15900.
- The routed design shows a wire length per standard cell of 25.7 um.
- The achievable frequency is 61.7 MHz.
- The number of hold buffers added after cts is 0.
- The number of detailed-routing iterations run before antenna repair is 6.
- The number of register pins that no clock reaches is 2.
- According to the dpl log, the detail-placed design has an HPWL of 45900 um.
- The I/O pin count is 105.
- In this run the layout overhead on the synthesized area is reported as 10.5%.
- The share of layout cells above drive strength 1 is 0.0611.
- At the end of routability-driven placement, the weighted congestion stood at 1.11.
- The synthesis report gives the async set-or-reset register share as 0.
- The number of flops mapped to enable cells by yosys is 0.
- The final number of setup-violating endpoints is 0.
- The synthesized design contains 2 register bits.
- The global route stage reports its total congestion overflow as 0.
- The report lists the power per cell area as 31.9 mW/mm2.
- STA classifies the critical path startpoint as an input port.
- The width of the die is 160 um.
- OpenSTA, run right after detailed placement, puts the worst setup slack at 8460 ps.
- The worst endpoint data arrival time is 11330 ps.
- The peak fanout along the critical path is 20.
- The worst slew margin relative to its limit is 0.252.
- The main area contributors are ha_1 (13%), xnor2_1 (7.4%), a21oi_1 (6.4%).
- The internal power is 0.000158 W.
- The critical path launch point is B[14].
- The top cell type by instance count after synthesis is nor2_1.
- The total cells reported by yosys after synthesis is 1888.
- Per the repair_timing log after CTS, setup buffers inserted total 0.
- The chip occupies 0.0255 mm2.
- The element type at the critical path end is an output port.
- The global routing report lists combined usage of all routing layers as 0.449.
- The peak supply drop is 0.0175 mV.
- The vias per cell is 7.03.
- The final wirelength is 58100 um.
- Of the total power, the share spent switching nets is 0.640.
- Gates resized during post-CTS repair numbered 0.
- After floorplanning, the core was sized to cover 0.0244 mm2.
- The number of global-route vias before repair is 14000.
- The commonest cells after synthesis are nor2_1 (169), a21oi_1 (160), nand2_1 (143), ha_1 (133), o21ai_0 (115).
- Once detail routing completed, the nets flagged for antenna violations numbered 0.
- The start-to-end type of the worst setup path is input port to output port.
-- worst max-delay path, stage by stage --
cell             delay [ps]
clkdlybuf4s50_1         560
inv_1                   110
ha_1                    780
inv_1                   260
a21oi_1                 400
o31ai_1                 220
mux2_2                  330
a211oi_1                750
nand2_1                 260
or4_1                   660
or3_1                   360
a311oi_1                270
a21oi_1                 110
nor4_1                  490
nand4bb_1               180
nor4_2                  200
clkdlybuf4s50_1         510
-- through the flow --
stage	area, um2	utilization	instances	hold slack [ps]	power, W
finish	13800	0.564	2258	10730	0.000440
global route	13800	0.564	2256	10790	0.000468
CTS	13800	0.564	2256	10740	0.000423
detailed placement	13800	0.564	2256	10740	0.000421
global placement	13800	0.564	2256	10730	0.000419
floorplan	12500	-	1888	9860	0.000279
-- power groups by stage --
stage	logic, W	clock network [W]	registers, W
5_1_grt	0.000467	0	0.000000426
4_1_cts	0.000423	0	0.000000407
-- cells in the final DEF (no fill, tap or decap), types with 23 or more instances in the layout --
master,n
nor2_1,166
a21oi_1,160
nand2_1,143
ha_1,133
o21ai_0,114
inv_1,108
xnor2_1,105
clkdlybuf4s50_1,104
nand3_1,67
nor3_1,65
o211ai_1,44
buf_4,39
o31ai_1,32
nor4_1,30
or3_1,29
nand4_1,28
nand2b_1,25
a211oi_1,25
a31oi_1,24
xor2_1,23
a221oi_1,23
o22ai_1,23
-- metal layers --
layer  vias up  GRT usage  part of all wire
li1       7279          -                 -
met1      7272      0.649              0.42
met3       172      0.111              0.13
met4         2      0.194             0.050
met5         -          0           0.00016
met2      1146      0.627              0.40
-- sequential cells by signal, summed over array words and instances (netlist names) --
register and cells:
V 1, C 1
-- cell families after synthesis --
kind of cell               synth area share
AOI/OAI and AO/OA                     0.382
xor gates and xnor gates             0.0900
adders and majority gates             0.138
buffers and inverters                0.0700
latches                             0.00241
muxes                                0.0148
and+or+nand+nor                       0.303
-- worst min path at each step --
| stage | start | to | slack, ps | cells after the start |
|---|---|---|---|---|
| 4_1_cts | opcode[1] | result[0] | 10740 | 4 |
| 5_1_grt | opcode[1] | result[0] | 10790 | 4 |
| 6_report | opcode[1] | result[0] | 10730 | 4 |
-- layout make-up --
class,count,area (um2)
inverters,114,428
fillers,2381,10600
multi-input cells,1673,11600
well taps,324,405
flip-flops and latches,2,30.0
repair buffers,143,1330
diodes,2,5.00
Power and IR drop assume default switching activity.
