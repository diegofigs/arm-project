==> ./design.v <==
module Imme_Sign_Extension (output reg [31:0] Y, input [31:0] in, input enable, input [1:0] immeSEL);
always @ (*)
begin
	if (!enable)
	begin
		case (immeSEL)
			2'b00:
			begin
				Y[7:0] = in[7:0];
				Y[31:8] = {24{in[7]}};
			end
			2'b01:
			begin
				Y[11:0] = in[11:0];
				Y[31:12] = {20{in[7]}};
			end
			2'b10:
			begin
				Y[23:0] = in[23:0];
				Y[31:24] = {8{in[7]}};
			end
			2'b11:
			begin
				Y[7:0] = {in[11:8], in[3:0]};
				Y[31:8] = {24{in[7]}};
			end
		endcase
	end
	else
	begin
		case (immeSEL)
			2'b00:
			begin
				Y[7:0] = in[7:0];
				Y[31:8] = 24'b000000000000000000000000;
			end
			2'b01:
			begin
				Y[11:0] = in[11:0];
				Y[31:12] = 20'b00000000000000000000;
			end
			2'b10:
			begin
				Y[23:0] = in[23:0];
				Y[31:24] = 8'b00000000;
			end
			2'b11:
			begin
				Y[7:0] = {in[11:8], in[3:0]};
				Y[31:8] = 24'b000000000000000000000000;
			end
		endcase
	end
end	
endmodule
==> ./run.sh <==
#!/bin/bash
# OpenROAD 26Q1-2900-gdf79404cd8, Yosys 0.63+post, stock flow scripts
make -C /OpenROAD-flow-scripts/flow DESIGN_CONFIG=/design/flow/config.mk WORK_HOME=/design/flow/orfs finish
==> ./config.mk <==
export PLATFORM = sky130hd
export DESIGN_NAME = Imme_Sign_Extension
export DESIGN_NICKNAME = Imme_Sign_Extension
export VERILOG_FILES = /design/flow/design.v
export SDC_FILE = /design/flow/constraint.sdc
export NUM_CORES = 4
export LEC_CHECK = 1
export CORE_AREA = 10 10 70 70
export DIE_AREA = 0 0 80 80
==> ./constraint.sdc <==
current_design Imme_Sign_Extension

set clk_period 1.8
set clk_io_pct 0.2

create_clock -name clk0 -period $clk_period

set non_clock_inputs [all_inputs -no_clocks]
set_input_delay [expr $clk_period * $clk_io_pct] -clock clk0 $non_clock_inputs
set_output_delay [expr $clk_period * $clk_io_pct] -clock clk0 [all_outputs]
==> results_slide.txt <==
Physical Implementation Snapshot

Setup path
  • Req. time, crit path: 1.44 ns
  • Critical path type: in2out
  • CP max stage cell: clkdlybuf4s50_1
  • CP arrival: 1.40 ns
  • Startpoint class of the critical path: primary input
  • CP endpoint kind: output port
  • Crit path cell chain: clkdlybuf4s15_1, buf_4, nor2b_2, buf_6, clkdlybuf4s50_1
  • CP peak stage delay: 0.46 ns
  • Worst-path maximum fanout: 8

Synthesis
  • Synth area leader: a21o_1
  • Mux cell area share: 13.9%
  • Yosys stat chip area: 324 sq um
  • Synth area leaders: a21o_1 28%, buf_4 25%, mux2_2 14%
  • Yosys warns: 1
  • Top comb family, area: buffers and inverters
  • Synth Area in Adders: 7.72%
  • Post-Synthesis Cells: 43
  • Area leader share: 27.8%
  • Post-Syn Area: approximately 320 sq um
  • Simple-Gate Area Share: 8.11%
  • Compound Share, Synth: 34.0%
  • Cells in synth_stat.txt: 43
  • Distinct lib cells: 11
  • Post-synth seq share: 0%
  • Xor+xnor area frac: 0%
  • Avg Synthesized Cell Area: 7.54 sq um

Layout
  • Layout Cells excl Fill: 144
  • Sequential Area: 0 sq um
  • FILL cells: around 370
  • Layout clock buffers: 0
  • Share of cells above drive strength 1: 36.7%
  • Layout Cell Area excl Fill: 937 sq um
  • Core Util, Final: 27.4%
  • Layout area overhead: 189%
  • Flop count: 0
  • Logic area: about 240 sq um

Placed design
  • DP Wirelength: 1500 um
  • Cell Area, Placed: 831 sq um
  • GPL Wtd Cong: 0.796
  • Pre-CTS setup slack: -0.618 ns
  • Cell Count Post-Placement: 132
  • IO Port Bufs: a little over 50

Flow run
  • Number of OpenROAD warnings: 42
  • Max Cap Viol: 0

Detailed routing
  • Total number of vias: 533
  • Vias per cell: 3.70
  • DR pass1 iterations: 4
  • Drt total wl: 1880 um
  • Detailed Route Iter0 Violations: 16
  • Number of remaining DRC errors: 0
  • DR WL/cell: 13.1 um
  • Ant diodes: 0
  • Remaining antenna violation count after routing: 0

Power and ir drop
  • Sw power: 0.0574 mW
  • Combinational power share: 100.0%
  • Sw Ratio: 27.8%
  • Leak pwr: a little over 0.5 nW
  • Pint: 0.149 mW
  • Clk pwr share: 0%
  • Reg power frac: 0%
  • Power per cell area: 220 nW/um^2
  • Peak VDD IR: 93.0 uV

Timing
  • RSZ-0062 raised after global routing: true
  • Max Transition Viols Final: 0
  • F_max: 570 MHz
  • Final min period: approximately 1.8 ns
  • Final setup violating endpoints: 0
  • Crit share post-route: 97.6%
  • Final hold violation count: 0
  • Final setup margin: 0.0441 ns
  • Slew @ Worst Pin: between 0.2 and 0.25 ns
  • Max_slew headroom: 85.0%

GRT
  • Tot GR Track Use: 4.83%
  • Grt ovf: 0
  • Antenna violations before repair: 0
  • First-pass GRT wire length: 2490 um
  • Vias in the first global route: 557
  • Pin count of the biggest net entering global routing: 13

Worst hold path
  • Hold Path Class: in2out

Run status
  • Status: finished, final reports clean

Floorplanning
  • Placement Rows: 21
  • FP Core Util: 9.49%
  • Die area: between 6000 and 7000 sq um
  • Core Region: 3420 sq um
  • I/O pins: 67
  • Die X: 80 um
  • Vert. Die Dim: 80 um

CTS
  • Hold_buf cts: 0
==> cell type report <==
type	count	share of cell area [%]
well taps	46	6.14
repair buffers	68	66.0
inverters	5	2.27
multi-input cells	25	25.6
==> path summary, 6_finish.rpt <==
check             start     to  slack, ns  cells after the start
hold / removal    in[2]   Y[2]       0.72                      0
setup / recovery  in[7]  Y[24]       0.04                      5
==> cell usage in the layout, fill, tap and decap left out, drive strengths merged <==
cell type / n
clkdlybuf4s50: 24
o21ai: 4
clkbuf: 4
ha: 2
nand3b: 1
dlymetal6s2s: 1
dlygate4sd2: 12
buf: 23
nor2b: 1
inv: 5
nor3b: 1
mux2: 4
clkdlybuf4s15: 4
a21o: 12
==> cell families after synthesis <==
group,count (synthesis)
adder cells (fa/ha/maj),2
AND/OR/NAND/NOR,3
AND-OR/OR-AND,16
multiplexers,4
buffers and inverters,18
==> per-layer routing <==
metal,wire length [um],global-route usage [%],vias to the layer above
met5,0,0,-
met4,0,0,0
met3,504,5.45,0
met2,588,6.02,55
met1,791,5.67,233
li1,-,-,245
==> Yosys cell counts <==
library cell  count
inv_1             5
ha_1              2
nor3b_2           1
nand3b_1          1
mux2_2            4
buf_6             1
nor2b_1           1
buf_2             1
buf_4            11
o21ai_0           4
a21o_1           12
==> metrics by stage <==
stage               hold WS (ns)  TNS, ns  total power [mW]
detailed placement         0.720   -13.38             0.198
floorplan                  0.780        0            0.0549
global placement           0.720   -13.42             0.199
finish                     0.720        0             0.207
global route               0.720  -0.0314             0.226
CTS                        0.720        0             0.199
==> what timing repair did <==
| action | 4_1_cts | 5_1_grt |
|---|---|---|
| pin swaps | 3 | 2 |
| setup buffers | 10 | 2 |
| gates cloned | 1 | 0 |
| gates resized | 55 | 21 |
| endpoints found under the setup margin | 28 | 18 |
==> critical path, delay by kind of cell <==
family	cells	cell delay [ns]
buffers and inverters	4	0.90
AND/OR/NAND/NOR	1	0.14
==> power by group through the flow <==
stage	clock network, mW	logic, mW	registers (mW)
after CTS	0	0.199	0
after global routing	0	0.226	0
final	0	0.207	0
No activity file was given, so power comes from the tool's default toggle rates.
