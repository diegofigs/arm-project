==> /design/flow/design.v <==
module PipelineRegister (output reg [54:0] out, input [54:0] pipeline_in, input clk);
always @(posedge clk)	
    out <= pipeline_in;	
endmodule
==> /design/flow/run.sh <==
#!/bin/bash
# OpenROAD 26Q1-2900-gdf79404cd8, Yosys 0.63+post, stock flow scripts
make -C /OpenROAD-flow-scripts/flow DESIGN_CONFIG=/design/flow/config.mk WORK_HOME=/design/flow/orfs finish
==> /design/flow/config.mk <==
export PLATFORM = sky130hd
export DESIGN_NAME = PipelineRegister
export DESIGN_NICKNAME = PipelineRegister
export VERILOG_FILES = /design/flow/design.v
export SDC_FILE = /design/flow/constraint.sdc
export NUM_CORES = 4
export LEC_CHECK = 1
export CORE_AREA = 10 10 92 92
export DIE_AREA = 0 0 102 102
==> /design/flow/constraint.sdc <==
current_design PipelineRegister

set clk_period 1.0
set clk_io_pct 0.2

create_clock -name clk0 -period $clk_period [get_ports {clk}]

set non_clock_inputs [all_inputs -no_clocks]
set_input_delay [expr $clk_period * $clk_io_pct] -clock clk0 $non_clock_inputs
set_output_delay [expr $clk_period * $clk_io_pct] -clock clk0 [all_outputs]
==> results.yml <==
# implementation run metrics
run_status:
  status: "completed"
layout:
  logic_gate_count: 0
  final_core_util_pct: 32.7
  largest-register: "out"
  syn_to_final_growth_pct: 91.6
  logic_area_sq_um: 0
  finish.instance_area_sq_um: 2110
  layout_top_cell: "clkdlybuf4s50_1"
  final_cell_mix: "55 x clkdlybuf4s50_1, 51 x dfxtp_1, 40 x buf_2"
  largestRegisters: "out: 55 flops"
  layoutNonFillerInstCount: 250
  drive_gt1_share_pct: 37.6
  largest_reg_flops: 55
clocking:
  clkSinkCount: 55
  h-tree-depth: 2
  post_cts_buffers: 0
  cts_buffer_depth: 2
  cts_tree: "done"
  cts_root_buf: "clkbuf_8"
  numCtsBuffers: 5
  clk_pin_slew_ps: 90
  cts_hold_buf: 0
critical_path:
  path_buffers: 1
  path_max_fanout: 1
  worstPathArrival_ps: 720
  crit_end: "out[7]"
  cp-startpoint: "out[7]"
  required_ps: 800
  path_depth: 1
  path_delay_family: "flip-flops"
  slowest_delay_ps: 310
  cp-end-kind: "output pin"
  critical_path.cell_chain: "buf_2"
  start_kind: "flip-flop"
  setup.worst_path.class: "reg -> out"
  crit_slowest_cell: "dfxtp_1"
sta:
  finalMaxSlewViolations: 0
  layout_setup_ws_ps: 82.9
  final-setup-viol-count: 0
  final.min_clock_period_ps: 917
  timing.fmax_ghz: 1.09
  whs_ps: 331
  relSlewSlack_pct: 94.1
  finalHoldViolCount: 0
  tightestPinTransition_ps: 88.7
  fin_crit_sh_pct: 91.7
  rsz0062_at_grt: "no"
routing:
  vias_per_cell: 3.32
  drc_errors: 0
  detail_route.wl_per_cell_microns: 14.4
  wirelength_microns: 3600
  diodes: 0
  drt_iter0_markers: 4
  ant_nets: 0
  drt_pass1_iterations: 4
  vias: 831
synthesis:
  yosysCellCount: 55
  syn_avg_cell_area_sq_um: 20.0
  yosys_area_sq_um: 1100
  mux_share_pct: 0
  ys_sh_xor_pct: 0
  synth-seq-cells: 55
  top_cell_area_share_pct: 100
  syn-cell-area_sq_um: 1100
  yosysTopAreaCell: "dfxtp_1"
  ys_seq_share_pct: 100
  postSynthCellCount: 55
  yosys.cell_types.count: 1
  ys_warn_count: 1
  ys_sh_simple_pct: 0
  yosys.area_share.aoi_pct: 0
  ys_sh_adder_pct: 0
  top_cells_by_area: "dfxtp_1 100%"
floorplanning:
  dieArea_sq_um: 10400
  die_height_microns: 102
  fp-utilization_pct: 17.0
  core_area_sq_um: 6460
  num_rows: 29
  boundaryPins: 111
  die_w_microns: 102
grt:
  grt_pass1_vias: 894
  overflow: 0
  grt_max_degree: 16
  track_usage_pct: 6.58
  grt_pass1_wl_microns: 5120
  antenna_found_initial: 0
hold_path:
  worstHoldStart: "pipeline_in[11]"
  hp-class: "in -> reg"
placed_design:
  dpl.cell_count: 242
  dpl-instance-area_sq_um: 2300
  place_congestion: 0.732
  place_ws_ps: -7.51
  numPortBuffers: 110
run:
  warnings: 25
  maxCapViolCount: 0
power_and_ir_drop:
  cellPowerDensity_nw_per_um2: 1790
  p_seq_share_pct: 61.8
  ir_drop_uv: 622
  p_sw_share_pct: 19.0
  total_leakage_power_nw: 0.941
  cell_internal_pwr_w: 0.00306
  power_frac_comb_pct: 8.0
  p_switching_w: 0.000715
  clock_power_share_pct: 30.1
## worst min-delay path by stage
stage | to | slack, ps | cells past startpoint
after CTS | out[48] | 320 | 1
after global routing | out[24] | 310 | 1
final | out[11] | 330 | 1
## synthesized netlist by cell type (all sizes together)
cell type	n
dfxtp	55
## stage by stage
step                      power (W)  TNS, ps
after global placement      0.00281    -7.47
after global routing        0.00398        0
after CTS                   0.00386        0
after floorplan             0.00235        0
final                       0.00377        0
after detailed placement    0.00281    -7.51
## routing by layer
| metal | wire length (microns) | track usage [%] |
|---|---|---|
| met2 | 2050 | 12.6 |
| met4 | 75 | 0.976 |
| met1 | 1130 | 6.29 |
| met3 | 346 | 3.14 |
| met5 | 0 | 0 |
## cell type report
class                 count  area, sq um
clock buffer              7         76.3
clock inverter            1         5.00
fill                    651         4350
sequential               55         1110
tap                      77         96.3
timing repair buffer    110          826
## logic make-up after synthesis
kind of cell and after synthesis:
flip-flops 55
## power by group through the flow
stage / Combinational (W) / Clock (W) / Sequential (W)
6_report: 0.000303 / 0.00114 / 0.00233
5_1_grt: 0.000334 / 0.00130 / 0.00234
4_1_cts: 0.000331 / 0.00120 / 0.00233
## timing repair
item	4_1_cts	5_1_grt
endpoints found under the hold margin	0	0
endpoints found under the setup margin	55	15
resized	154	19
gates cloned	0	0
No activity file was given, so power comes from the tool's default toggle rates.
